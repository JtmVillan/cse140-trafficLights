### flow/config.mk
export PLATFORM = sky130hd
export DESIGN_NAME = traffic_light_controller2
export DESIGN_NICKNAME = traffic_light_controller2
export VERILOG_FILES = /design/flow/design.v
export SDC_FILE = /design/flow/constraint.sdc
export NUM_CORES = 4
export LEC_CHECK = 1
export CORE_UTILIZATION = 50
export SYNTH_HDL_FRONTEND = slang
### flow/constraint.sdc
current_design traffic_light_controller2

set clk_period 3.9
set clk_io_pct 0.2

create_clock -name clk0 -period $clk_period [get_ports {clk}]

set non_clock_inputs [all_inputs -no_clocks]
set_input_delay [expr $clk_period * $clk_io_pct] -clock clk0 $non_clock_inputs
set_output_delay [expr $clk_period * $clk_io_pct] -clock clk0 [all_outputs]
### flow/design.v
package light_package;
  typedef enum logic[1:0] {red,yellow,green} colors;
endpackage
import light_package ::*;            
module traffic_light_controller2(
  input clk, reset, e_str_sensor, w_str_sensor, e_left_sensor,
        w_left_sensor, ns_sensor,              
  output colors e_str_light, w_str_light, e_left_light, w_left_light, ns_light);      
  logic s, sb, e, eb, w, wb, l, lb, n, nb;	  
  assign s  = e_str_sensor || w_str_sensor;					  
  assign sb = e_left_sensor || w_left_sensor || ns_sensor;			      
  assign e = e_str_sensor || e_left_sensor;
  assign eb = w_str_sensor || w_left_sensor || ns_sensor;
  assign w = w_str_sensor || w_left_sensor;
  assign wb = e_str_sensor || e_left_sensor || ns_sensor;
  assign l = e_left_sensor || w_left_sensor;
  assign lb = e_str_sensor || w_str_sensor || ns_sensor;
  assign n = ns_sensor;
  assign nb = e_str_sensor || w_str_sensor || e_left_sensor || w_left_sensor;
  typedef enum {GRRRR, YRRRR, ZRRRR, HRRRR, 	            
  	            RGRRR, RYRRR, RZRRR, RHRRR, 			    
	            RRGRR, RRYRR, RRZRR, RRHRR,				    
	            RRRGR, RRRYR, RRRZR, RRRHR, 			    
	            RRRRG, RRRRY, RRRRZ, RRRRH} tlc_states;     
	tlc_states    present_state, next_state;
	integer ctr5, next_ctr5,        
			ctr10, next_ctr10;      
  always_ff @(posedge clk)
	if(reset) begin
	  present_state <= RRRRH;
	  ctr5          <= 0;
	  ctr10         <= 0;
	end
	else begin
	  present_state <= next_state;
	  ctr5          <= next_ctr5;
	  ctr10         <= next_ctr10;
	end
  always_comb begin
	next_state = RRRRH;                             
	next_ctr5  = 0; 							    
	next_ctr10 = 0;
	case(present_state)
	  GRRRR: begin
          if (s == 0 || ctr5 != 0)  begin
              next_ctr5 = ctr5 + 1;
          end
          if (sb == 1 || ctr10 != 0) begin
              next_ctr10 = ctr10 + 1;
          end
          if (ctr5 == 4 || ctr10 == 9) begin
              next_state = YRRRR;
              next_ctr5 = 0;
              next_ctr10 = 0;
          end
          else begin
              next_state = GRRRR;
          end
	  end
	  YRRRR: next_state = ZRRRR;
      ZRRRR: next_state = HRRRR;
	  HRRRR: begin                                   
	    if (e == 1) begin
		  next_state = RGRRR;
        end	                          
		else if (w == 1) begin
		  next_state = RRGRR;
        end							  
		else if (l == 1) begin
		  next_state = RRRGR;
        end						  
		else if (n == 1) begin
		  next_state = RRRRG;
        end							  
        else if (s == 1) begin
		  next_state = GRRRR;
        end
		else begin
		  next_state = HRRRR;
        end
      end
	  RGRRR: begin 		                                  
          if (e == 0 || ctr5 != 0)  begin
              next_ctr5 = ctr5 + 1;
          end
          if (eb == 1 || ctr10 != 0) begin
              next_ctr10 = ctr10 + 1;
          end
          if (ctr5 == 4 || ctr10 == 9) begin
              next_state = RYRRR;
              next_ctr5 = 0;
              next_ctr10 = 0;
          end
          else begin
              next_state = RGRRR;
          end
	  end
	  RYRRR: next_state = RZRRR;
	  RZRRR: next_state = RHRRR;
	  RHRRR: begin
          if (w == 1) begin
              next_state = RRGRR;
          end
          else if (l== 1) begin
              next_state = RRRGR;
          end
          else if (n == 1) begin
              next_state = RRRRG;
          end
          else if (s == 1) begin
              next_state = GRRRR;
          end
          else if (e == 1) begin
              next_state = RGRRR;
          end
          else begin
              next_state = RHRRR;
          end
      end
	  RRGRR: begin
          if (w == 0 || ctr5 != 0)  begin
              next_ctr5 = ctr5 + 1;
          end
          if (wb == 1 || ctr10 != 0) begin
              next_ctr10 = ctr10 + 1;
          end
          if (ctr5 == 4 || ctr10 == 9) begin
              next_state = RRYRR;
              next_ctr5 = 0;
              next_ctr10 = 0;
          end
          else begin
              next_state = RRGRR;
          end
	  end
      RRYRR: next_state = RRZRR;
      RRZRR: next_state = RRHRR;
      RRHRR: begin
          if (l == 1) begin
              next_state = RRRGR;
          end
          else if (n== 1) begin
              next_state = RRRRG;
          end
          else if (s == 1) begin
              next_state = GRRRR;
          end
          else if (e == 1) begin
              next_state = RGRRR;
          end
          else if (w == 1) begin
              next_state = RRGRR;
          end
          else begin
              next_state = RRHRR;
          end
      end
      RRRGR: begin
          if (l == 0 || ctr5 != 0)  begin
              next_ctr5 = ctr5 + 1;
          end
          if (lb == 1 || ctr10 != 0) begin
              next_ctr10 = ctr10 + 1;
          end
          if (ctr5 == 4 || ctr10 == 9) begin
              next_state = RRRYR;
              next_ctr5 = 0;
              next_ctr10 = 0;
          end
          else begin
              next_state = RRRGR;
          end
      end
      RRRYR: next_state = RRRZR;
      RRRZR: next_state = RRRHR;
      RRRHR: begin
          if (n == 1) begin
              next_state = RRRRG;
          end
          else if (s== 1) begin
              next_state = GRRRR;
          end
          else if (e == 1) begin
              next_state = RGRRR;
          end
          else if (w == 1) begin
              next_state = RRGRR;
          end
          else if (l == 1) begin
              next_state = RRRGR;
          end
          else begin
              next_state = RRRHR;
          end
      end
      RRRRG: begin
          if (n == 0 || ctr5 != 0)  begin
              next_ctr5 = ctr5 + 1;
          end
          if (nb == 1 || ctr10 != 0) begin
              next_ctr10 = ctr10 + 1;
          end
          if (ctr5 == 4 || ctr10 == 9) begin
              next_state = RRRRY;
              next_ctr5 = 0;
              next_ctr10 = 0;
          end
          else begin
              next_state = RRRRG;
          end
      end
      RRRRY: next_state = RRRRZ;
      RRRRZ: next_state = RRRRH;
      RRRRH: begin
          if (s == 1) begin
              next_state = GRRRR;
          end
          else if (e== 1) begin
              next_state = RGRRR;
          end
          else if (w == 1) begin
              next_state = RRGRR;
          end
          else if (l == 1) begin
              next_state = RRRGR;
          end
          else if (n == 1) begin
              next_state = RRRRG;
          end
          else begin
              next_state = RRRRH;
          end
      end
    endcase
  end
	always_comb begin
	  e_str_light  = red;                 
	  w_str_light  = red;				  
	  e_left_light = red;
	  w_left_light = red;
	  ns_light     = red;
	  case(present_state)       
		GRRRR:   begin e_str_light = green;
					   w_str_light = green;
		end
        YRRRR,ZRRRR: begin
            e_str_light = yellow;
            w_str_light = yellow;
        end
        RGRRR: begin
            e_str_light = green;
            e_left_light = green;
        end
        RYRRR,RZRRR: begin
            e_str_light = yellow;
            e_left_light = yellow;
        end
        RRGRR: begin
            w_str_light = green;
            w_left_light = green;
        end
        RRYRR,RRZRR: begin
            w_str_light = yellow;
            w_left_light = yellow;
        end
        RRRGR: begin
            e_left_light = green;
            w_left_light = green;
        end
        RRRYR,RRRZR: begin
            e_left_light = yellow;
            w_left_light = yellow;
        end
        RRRRG: begin
            ns_light = green;
        end
        RRRRY,RRRRZ: begin
            ns_light = yellow;
        end
      endcase
	end
endmodule
### flow/run.sh
#!/bin/bash
# OpenROAD 26Q1-2900-gdf79404cd8, Yosys 0.63+post, stock flow scripts
make -C /OpenROAD-flow-scripts/flow DESIGN_CONFIG=/design/flow/config.mk WORK_HOME=/design/flow/orfs finish
==> results.ini <==
[logic_synthesis]
ff_type = dfxtp_1
ys_types = 51
ys_sh_mux = 0
ys_sh_simple = 0.356
edf_count = 0
xor_area_frac = 0.124
synth_top_area_share = 0.397
postSynthSeqShare = 0.397
syn_area_um2 = 4240
yosys_warnings = 0
async_flop_share = 0
synthCells = 487
synth-area-yosys_um2 = 4240
ys_cells = 487
synth-adder-area-share = 0.0148
yosys.area.top_type = dfxtp_1
syn_avg_cell_area_um2 = 8.70
top_logic_kind = simple AND/OR/NAND/NOR gates
ys_seq_elements = 84
topCellsByArea = dfxtp_1, xnor2_1, nor2_1, nor3_1, nor4_1
yosys.area_share.aoi = 0.0555

[timing]
hold_violations = 0
tightestPinTransition_ps = 869
fin_crit_ps = 2750
tns_ps = 0
clock_skew_ps = 9.90
fin_crit_sh = 0.706
setup_ws_ps = 1150
fmax_ghz = 0.363
rsz0062_at_grt = no
setup_violations = 0
maxSlewHeadroom = 0.419
final_max_slew_viol_count = 0

[setup_path]
reg2regPathDepth = 6
cp-end-kind = flop
r2r_end = ctr5[20]
cp.arrival_ps = 2960
crit_chain = or4_1, nor4_2, o2bb2a_4, nand2_2, buf_4, nor3_1
startpoint_type = flop
required_ps = 4100
cp_top_family = simple AND/OR/NAND/NOR gates
cp_num_buf_inv = 1
max_stage_delay_ps = 640
r2r-start = ctr10[17]
crit_cells = 6
critPathKind = flop to flop
endpoint = ctr5[20]
reg2reg_slack_ps = 1150
cp-startpoint = ctr10[17]
worstPathMaxFanout = 44
slowest_stage = nand2_2

[power]
p_leak_nw = 1.46
seqPwrFrac = 0.530
pwr-share-comb = 0.051
p_int_w = 0.00127
p_per_area_nw_per_um2 = 352
p_clk_frac = 0.420
vdd_ir_drop_max_uv = 210
p_sw_frac = 0.223
finalPower_w = 0.00163
p_sw_w = 0.000365

[placement]
portBuffers = 16
placed_cells = 585
pre_cts_ws_ps = 982
place_congestion = 0.876
dp_hpwl_um = 5680

[cts]
cts_setup_buffers = 0
cts_buffer_depth = 2
cts_resized = 0
ctsHoldBuffers = 0
htree_levels = 3
cts_buffers = 9
cts_sinks = 84
clk_pin_slew_ps = 90
clockRootBuffer = clkbuf_8
clock_latency_ps = 350
cts_tree = done

[route]
via_per_inst = 5.45
drc = 0
diodes = 0
wl_per_cell_um = 13.8
dr.pass1.iters = 4
dr_total_vias = 3278
drt_iter0_markers = 110
ant_nets = 0
wl_um = 8290

[grt]
grtUsageTotal = 0.210
grt_max_degree = 45
grt-ovfl-total = 0
grt_pass1_wl_um = 14500
antenna_found_initial = 0
first_global_vias = 3095

[layout]
area_growth_pct = 9.72
fillCellCount = 738
drive_gt1_frac = 0.113
layout_top_cells = dfxtp_1, nor2_1, xnor2_1
mostFrequentLayoutCell = dfxtp_1
flop_area_um2 = 1680
post_layout_nonfiller_instances = 601
comb_area_um2 = 2330

[die]
fp-row-count = 33
die_w_um = 94.1
dieHeight_um = 94.1
fp-utilization = 0.516
core-area_um2 = 8220
die_area_um2 = 8850
pin_count = 17

[job]
warning_count = 28
drv_cap = 0

[run_status]
status = completed

[min_path]
hp-start = present_state[7]
min_path_type = flop to flop

worst min-delay path by stage:
stage	cells past startpoint	end	slack, ps
finish	1	present_state[0]	440
global route	1	present_state[0]	470
CTS	1	present_state[0]	450
state kept, by name, indices dropped and copies added, names as in the netlist:
signal	cells
ctr10	32
ctr5	32
present_state	20
through the flow:
step	hold WS, ps	cell area [um^2]	util
2_1_floorplan	410	4240	-
3_3_place_gp	433	4420	0.538
3_5_place_dp	430	4420	0.538
4_1_cts	450	4650	0.566
5_1_grt	471	4650	0.566
6_report	443	4650	0.566
cell type report:
class | count | share of cell area
clock buffer | 10 | 0.0296
sequential | 84 | 0.362
clock inverter | 6 | 0.0188
inverter | 26 | 0.0210
tap | 105 | 0.0283
timing repair buffer | 19 | 0.0393
multi-input combinational | 351 | 0.501
metal layers:
metal | GRT usage | vias to the layer above | routed length (um)
met4 | 0.0282 | 0 | 85
met2 | 0.338 | 30 | 3810
met3 | 0.0247 | 7 | 141
met1 | 0.321 | 1532 | 4260
li1 | - | 1709 | -
met5 | 0 | - | 0
cells by family (layout without fill, tap and decap cells):
logic type	count (synthesis)	in the layout
AND/OR/NAND/NOR	256	256
XOR/XNOR	60	60
flip-flops	84	84
adder cells (fa/ha/maj)	5	5
buffers and inverters	52	61
AND-OR/OR-AND	30	30
cells in the mapped netlist, types with 2 or more instances:
cell type and count:
nor4_4 2, and2_1 6, nand4_1 15, nor2b_1 7, inv_1 26, nor3_2 14, and3_1 5, nor4_2 7
nor2_1 56, nor3b_1 6, nand2_1 32, nand3_1 21, o21ai_0 6, clkbuf_1 13, dfxtp_1 84, a22oi_1 2
buf_2 9, nor4_1 24, a21oi_1 7, xnor2_1 45, a31oi_1 2, ha_1 5, nor3_1 33, or4_1 6
buf_6 2, o2bb2ai_1 2, or2_2 6, and4_1 7, xor2_1 15
power by group through the flow:
stage | logic [W] | registers [W] | clock network, W
4_1_cts | 0.0000838 | 0.000866 | 0.000709
6_report | 0.0000828 | 0.000866 | 0.000686
5_1_grt | 0.0000918 | 0.000867 | 0.000744
No activity file was given, so power comes from the tool's default toggle rates.
