## /design/flow/run.sh

```bash
#!/bin/bash
# OpenROAD 26Q1-2900-gdf79404cd8, Yosys 0.63+post, stock flow scripts
make -C /OpenROAD-flow-scripts/flow DESIGN_CONFIG=/design/flow/config.mk WORK_HOME=/design/flow/orfs finish
```

## /design/flow/config.mk

```make
export PLATFORM = sky130hd
export DESIGN_NAME = traffic_light_controller1
export DESIGN_NICKNAME = traffic_light_controller1
export VERILOG_FILES = /design/flow/design.v
export SDC_FILE = /design/flow/constraint.sdc
export NUM_CORES = 4
export LEC_CHECK = 1
export CORE_UTILIZATION = 30
export SYNTH_HDL_FRONTEND = slang
```

## /design/flow/constraint.sdc

```tcl
current_design traffic_light_controller1

set clk_period 4.1
set clk_io_pct 0.2

create_clock -name clk0 -period $clk_period [get_ports {clk}]

set non_clock_inputs [all_inputs -no_clocks]
set_input_delay [expr $clk_period * $clk_io_pct] -clock clk0 $non_clock_inputs
set_output_delay [expr $clk_period * $clk_io_pct] -clock clk0 [all_outputs]
```

## /design/flow/design.v

```verilog
package light_package;
  typedef enum logic[1:0] {red,yellow,green} colors;
endpackage
import light_package ::*;            
module traffic_light_controller1(
  input         clk, reset,
                ew_str_sensor, ew_left_sensor, ns_sensor,   
  output colors ew_str_light, ew_left_light, ns_light);     
  typedef enum {GRR, YRR, ZRR, HRR, RGR, RYR, RZR, RHR, RRG, RRY, RRZ, RRH} tlc_states;
  tlc_states    present_state, next_state;
  integer ctr5, next_ctr5,        
          ctr10, next_ctr10;      
  always_ff @(posedge clk)
    if(reset) begin
	  present_state <= RRH;
      ctr5          <= 0;
      ctr10         <= 0;
    end
	else begin
	  present_state <= next_state;
      ctr5          <= next_ctr5;
      ctr10         <= next_ctr10;
    end
  always_comb begin
    next_state = RRH;             
    next_ctr5  = 0; 	          
    next_ctr10 = 0;
    case(present_state)
	  GRR: begin
          if (ew_str_sensor == 0 || ctr5 != 0) begin
              next_ctr5 = ctr5 + 1;
          end
          if (ew_left_sensor == 1 || ns_sensor == 1 || ctr10 != 0) begin
              next_ctr10 = ctr10 + 1;
          end
          if (ctr5 == 4 || ctr10 == 9) begin
              next_state = YRR;
              next_ctr5 = 0;
              next_ctr10 = 0;
          end
          else begin
              next_state = GRR;
          end
      end
      YRR: begin
          next_state = ZRR;
      end
      ZRR: begin
          next_state = HRR;
      end
      HRR: begin
          if (ew_left_sensor == 1) begin
              next_state = RGR;
          end
          else if (ns_sensor == 1) begin
              next_state = RRG;
          end
          else if (ew_str_sensor == 1) begin
              next_state = GRR;
          end
          else begin
              next_state = HRR;
          end
      end
      RGR: begin
          if (ew_left_sensor == 0 || ctr5 != 0) begin
              next_ctr5 = ctr5 + 1;
          end
          if (ew_str_sensor == 1 || ns_sensor == 1 || ctr10 != 0) begin
              next_ctr10 = ctr10 + 1;
          end
          if (ctr5 == 4 || ctr10 == 9) begin
              next_state = RYR;
              next_ctr5 = 0;
              next_ctr10 = 0;
          end
          else begin
              next_state = RGR;
          end
      end
      RYR: begin
          next_state = RZR;
      end
      RZR: begin
          next_state = RHR;
      end
      RHR: begin
          if (ns_sensor == 1) begin
              next_state = RRG;
          end
          else if (ew_str_sensor == 1) begin
              next_state = GRR;
          end
          else if (ew_left_sensor == 1) begin
              next_state = RGR;
          end
          else begin
              next_state = RHR;
          end
      end
      RRG: begin
          if (ns_sensor == 0 || ctr5 != 0) begin
              next_ctr5 = ctr5 + 1;
          end
          if (ew_str_sensor == 1 || ew_left_sensor == 1 || ctr10 != 0) begin
              next_ctr10 = ctr10 + 1;
          end
          if (ctr5 == 4 || ctr10 == 9) begin
              next_state = RRY;
              next_ctr5 = 0;
              next_ctr10 = 0;
          end
          else begin
              next_state = RRG;
          end
      end
      RRY: begin
          next_state = RRZ;
      end
      RRZ: begin
          next_state = RRH;
      end
      RRH: begin
          if (ew_str_sensor == 1) begin
              next_state = GRR;
          end
          else if (ew_left_sensor == 1) begin
              next_state = RGR;
          end
          else if (ns_sensor == 1) begin
              next_state = RRG;
          end
          else begin
              next_state = RRH;
          end
      end
    endcase
  end
  always_comb begin
    ew_str_light  = red;                 
	ew_left_light = red;
	ns_light      = red;
    case(present_state)       
      GRR:     ew_str_light  = green;
	  YRR,ZRR: ew_str_light  = yellow;   
	  RGR:     ew_left_light = green;
	  RYR,RZR: ew_left_light = yellow;
	  RRG:     ns_light      = green;
	  RRY,RRZ: ns_light      = yellow;
    endcase
  end
endmodule
```

==> flow_metrics.env <==
# implementation run metrics
export IMPL_outcome="finished, final reports clean"
export IMPL_viasPerCell=4.86
export IMPL_cts_tree="done"
export IMPL_worstPathCellList="or2_2 -> clkdlybuf4s50_1"
export IMPL_ys_flops=76
export IMPL_synthArstFlopShare_pct=0
export IMPL_clock_power_share_pct=48.7
export IMPL_synthCells=407
export IMPL_ys_types=33
export IMPL_drv_cap=0
export IMPL_layout_drive_gt1_share_pct=6.15
export IMPL_finalSetupViolCount=0
export IMPL_final_area_sq_um=4000
export IMPL_antenna_found_initial=0
export IMPL_wl_per_cell_um=11.6
export IMPL_cp_required_ps=3280
export IMPL_hold_ws_ps=452
export IMPL_fmax_mhz=458
export IMPL_switchingPower_uw=317
export IMPL_cp_start_kind="flop"
export IMPL_yosys_most_used_dff="dfxtp_1"
export IMPL_clk_pin_slew_ps=60
export IMPL_drc_errors=0
export IMPL_hold_start="present_state[5]"
export IMPL_worstSetupStartpoint="present_state[5]"
export IMPL_ff2ff_setup_slack_ps=1960
export IMPL_synth_edff_count=0
export IMPL_post_cts_resized=0
export IMPL_cts_htree_levels=3
export IMPL_switching_share_pct=20.7
export IMPL_pwr_density_cell_nw_per_um2=383
export IMPL_synthesis_area_sq_um=3460
export IMPL_rows=38
export IMPL_most_common_layout_cells="76 x dfxtp_1, 75 x nor2_1, 30 x xor2_1"
export IMPL_postCtsSetupBuffers=0
export IMPL_die_w_um=109
export IMPL_endpoint_kind="primary output"
export IMPL_min_delay_path_class="reg -> reg"
export IMPL_track_usage_pct=11.9
export IMPL_cts_sinks=76
export IMPL_layout_min_cycle_time_ps=2180
export IMPL_cts_path_max_buffers=2
export IMPL_critical_path_max_stage_delay_ps=400
export IMPL_ys_seq_share_pct=43.9
export IMPL_io_pin_count=11
export IMPL_hold_viol_final=0
export IMPL_post_dp_cell_area_sq_um=3710
export IMPL_placedCellCount=547
export IMPL_grt_pass1_wl_mm=11.2
export IMPL_overflow=0
export IMPL_leakage_nw=1.28
export IMPL_crit_fanout=2
export IMPL_synth_area_per_cell_sq_um=8.51
export IMPL_die_y_um=109
export IMPL_period_used_pct=53.2
export IMPL_n_antenna_cell=0
export IMPL_internal_power_mw=1.21
export IMPL_warnings=29
export IMPL_slew_violations=0
export IMPL_initCoreUtil_pct=31.4
export IMPL_ir_worst_vdd_mv=0.301
export IMPL_routabilityCongestion=0.811
export IMPL_post_route_util_pct=36.2
export IMPL_numCtsBuffers=9
export IMPL_cts_root_buf="clkbuf_16"
export IMPL_worstMarginPinSlew_ps=922
export IMPL_slew_headroom_pct=37.7
export IMPL_slowest_stage="clkdlybuf4s50_1"
export IMPL_r2r_start="ctr5[0]"
export IMPL_grt_max_degree=33
export IMPL_chipArea_sq_um=12000
export IMPL_postRouteAntennaNets=0
export IMPL_fin_tns_setup_ps=0
export IMPL_timing_worst_setup_path_type="reg -> out"
export IMPL_p_comb_share_pct=2.5
export IMPL_yosys_warnings=0
export IMPL_area_growth_pct=15.4
export IMPL_lay_top_count="dfxtp_1"
export IMPL_fillers=1108
export IMPL_port_buffers=10
export IMPL_hpwl_mm=4.35
export IMPL_grt_pass1_vias=2483
export IMPL_first_iter_violations=181
export IMPL_finClkSkew_ps=6.96
export IMPL_vias=2738
export IMPL_clock_latency_ps=330
export IMPL_yosysCellCount=407
export IMPL_hold_buffers=0
export IMPL_ys_area_sq_um=3460
export IMPL_wl_mm=6.54
export IMPL_finalNonFillerCells=563
export IMPL_drt_first_pass_iters=5
export IMPL_rsz0062_at_grt="false"
export IMPL_p_seq_share_pct=48.8
export IMPL_coreArea_sq_um=11000
export IMPL_cp_arrival_ps=1360
[registers in the layout, indices dropped and copies added, names as in the netlist]
signal         cells
ctr5              32
ctr10             32
present_state     12
[critical path, delay by kind of cell (launching register included)]
family	cells	cell delay [ps]
buffers and inverters	1	400
AND/OR/NAND/NOR	1	320
flip-flops	1	310
[cell type report]
| cell class | instances | area (sq um) | area share [%] |
|---|---|---|---|
| Multi-Input combinational cell | 302 | 1820 | 45.6 |
| Clock buffer | 12 | 267 | 6.67 |
| Tap cell | 140 | 175 | 4.38 |
| Timing Repair Buffer | 14 | 130 | 3.26 |
| Clock inverter | 4 | 22.5 | 0.564 |
| Inverter | 15 | 56.3 | 1.41 |
| Sequential cell | 76 | 1520 | 38.1 |
[cells in the mapped netlist, types with 8 or more instances]
cell / number / share of area (%)
nand4_1: 19 / 3.4
nor4_1: 17 / 3.1
clkbuf_1: 12 / 1.3
xor2_1: 30 / 7.6
and4_1: 9 / 2.3
nand2_1: 20 / 2.2
nand3_1: 27 / 3.9
nor2_1: 75 / 8.1
dfxtp_1: 76 / 44
inv_1: 15 / 1.6
nor3_1: 14 / 2.0
and3_1: 8 / 1.4
a21oi_1: 13 / 1.9
xnor2_1: 26 / 6.6
[through the flow]
| stage | power (mW) | setup WS, ps |
|---|---|---|
| floorplan | 0.785 | 2210 |
| global route | 1.59 | 1710 |
| detailed placement | 0.802 | 1710 |
| global placement | 0.802 | 1730 |
| finish | 1.53 | 1920 |
| CTS | 1.55 | 1900 |
[worst paths after layout]
kind	end	cells after the start
setup / recovery	ns_light[0]	2
setup reg to reg	ctr10[1]	8
hold reg to reg	present_state[0]	1
hold / removal	present_state[0]	1
[logic make-up after synthesis]
kind of cell | Yosys count | synth area share [%]
DFF | 76 | 43.9
AOI/OAI and AO/OA | 26 | 4.37
buffers and inverters | 29 | 3.40
xor gates and xnor gates | 56 | 14.2
and+or+nand+nor | 214 | 32.0
adders and majority gates | 6 | 2.17
[power groups by stage]
stage / Sequential (mW) / Combinational, mW / Clock [mW]
after global routing: 0.747 / 0.0439 / 0.797
final: 0.747 / 0.0387 / 0.744
after CTS: 0.747 / 0.0393 / 0.761
[per-layer routing]
metal	part of all wire, %	track usage [%]
met1	52	17.3
met2	43	18.5
met3	4.5	3.93
met4	0.64	0.667
met5	0	0
Power and IR drop assume default switching activity.
